**./design.v**
```verilog
module register_file(
    input              clk,
    input              reg_write,
    input        [4:0] rs1,
    input        [4:0] rs2,
    input        [4:0] rd,
    input  [31:0] write_data,
    output [31:0] read_data1,
    output [31:0] read_data2
);
    reg [31:0] registers [0:31];
    assign read_data1 = (rs1 == 5'b0) ? 32'h0 : registers[rs1];
    assign read_data2 = (rs2 == 5'b0) ? 32'h0 : registers[rs2];
    always @(posedge clk) begin
        if (reg_write && (rd != 5'b0)) begin
            registers[rd] <= write_data;
        end
    end
    integer i;
    initial begin
      for (i=0; i<32; i=i+1)
        registers[i] = 0;
    end
endmodule
```
**./run.sh**
```bash
#!/bin/bash
# OpenROAD 26Q1-2900-gdf79404cd8, Yosys 0.63+post, stock flow scripts
make -C /OpenROAD-flow-scripts/flow DESIGN_CONFIG=/design/flow/config.mk WORK_HOME=/design/flow/orfs finish
```
**./config.mk**
```make
export PLATFORM = sky130hd
export DESIGN_NAME = register_file
export DESIGN_NICKNAME = register_file
export VERILOG_FILES = /design/flow/design.v
export SDC_FILE = /design/flow/constraint.sdc
export NUM_CORES = 4
export LEC_CHECK = 1
export CORE_UTILIZATION = 40
```
**./constraint.sdc**
```tcl
current_design register_file

set clk_period 9.8
set clk_io_pct 0.2

create_clock -name clk0 -period $clk_period [get_ports {clk}]

set non_clock_inputs [all_inputs -no_clocks]
set_input_delay [expr $clk_period * $clk_io_pct] -clock clk0 $non_clock_inputs
set_output_delay [expr $clk_period * $clk_io_pct] -clock clk0 [all_outputs]
```
==> impl_metrics.tcl <==
# collected from the flow reports
set metrics [dict create \
    io_pins 113 \
    crit_top_cell "buf_4" \
    worstSetupPathType "in -> out" \
    cp.arrival_ns 5.64 \
    fp.dieW_um 348 \
    grt_max_degree 89 \
    internal_power_mw 7.50 \
    cpMaxStageDelayCell "buf_4" \
    fillCellCount 9598 \
    p_sw_mw 2.22 \
    top_regs "registers: 1024 flops" \
    whs_ns 2.09 \
    antenna_found_initial 6 \
    cap_violations 0 \
    clk_pin_slew_ns 0.06 \
    top_cell "edfxtp_1" \
    gp_congestion 0.895 \
    place_ws_ns 2.15 \
    power_mw 9.72 \
    status "finished, final reports clean" \
    whs_endpoint "registers[0][11]" \
    fp_util_pct 40.5 \
    start_kind "input pin" \
    grt_pass1_vias 31700 \
    cp_slowest_stage_delay_ns 0.68 \
    slew_headroom_pct 27.8 \
    synthCells 2564 \
    crit_path_cell_trace "buf_8 -> buf_4 -> buf_4 -> mux4_2 -> mux2_2 -> a221oi_2 -> a211oi_2 -> clkdlybuf4s50_1" \
    ys.warnings.count 1 \
    syn_avg_cell_area_um2 18.7 \
    drc 0 \
    synth.area.top_cells "edfxtp_1, mux4_2, mux2i_1" \
    ys_ff 1024 \
    syn2layout_area_growth_pct 14.0 \
    synthFlopType "edfxtp_1" \
    seq_power_share_pct 50.6 \
    clk_path_buf_depth 3 \
    dpl_cell_area_um2 51300 \
    yosysCellCount 2564 \
    max_freq_ghz 0.132 \
    warnings 26 \
    cts_resized 0 \
    largest_reg_flops 1024 \
    hpwl_um 88100 \
    routed_wl_um 157000 \
    finalSetupViolations 0 \
    tightest_slew_ns 1.08 \
    numCtsBuffers 108 \
    holdPathStages 2 \
    fin_crit_sh_pct 77.5 \
    power_frac_clock_pct 40.2 \
    antenna_left 0 \
    grt_use_total_pct 28.6 \
    drtIter0Drc 1842 \
    post_drt_wl_per_cell_um 35.4 \
    viasPerCell 6.39 \
    irDropWorstVdd_mv 0.136 \
    crit_fanout 60 \
    holdBufCountCts 0 \
    comb_power_share_pct 9.2 \
    dieArea_um2 121000 \
    ys_seq_share_pct 64.2 \
    synth.cells.most_frequent "edfxtp_1, mux2i_1, mux4_2, clkbuf_1, nand2_1" \
    netlist.area_leader.share_pct 64.2 \
    core-area_um2 118000 \
    htreeDepth 3 \
    hold_path.class "in -> reg" \
    cts.sink_count 1024 \
    hold_viol_final 0 \
    ys_area_um2 47900 \
    largest-register "registers" \
    edf_count 1024 \
    cts_setup_buffers 0 \
    synth_cell_types 39 \
    synth.cell_area_um2 47900 \
    swShare_pct 22.9 \
    tns_ns 0 \
    vias 28300 \
    largest_area_cell "edfxtp_1" \
    post-route-min-period_ns 7.60 \
    slew_viol_final 0 \
    synthArstFlopShare_pct 0 \
    drive_gt1_share_pct 26.5 \
    portBuffers 112 \
    grt_pass1_wl_um 223000 \
    root_buffer "clkbuf_16" \
    p_leak_nw 17.6 \
    grt.overflow.total 0 \
    p_per_area_nw_per_um2 178 \
    endpoint_kind "primary output" \
    layout_setup_ws_ns 2.20 \
    hold_path_startpoint "write_data[11]" \
    rsz0062_at_grt "no" \
    cts_tree "built" \
    num_rows 126 \
    critPathRequiredTime_ns 7.84 \
    die_h_um 348 \
    postLayoutCellArea_um2 54600 \
    drt-pass1-iter-count 5 \
]
layout make-up:
class | instances | area (um2) | area share, %
antenna | 3 | 7.51 | 0.0137
clock buffer | 136 | 2870 | 5.26
clock inverter | 58 | 449 | 0.822
inverter | 2 | 8.76 | 0.0160
multi-input combinational | 1354 | 16400 | 30.0
sequential | 1024 | 30700 | 56.3
tap | 1600 | 2000 | 3.66
timing repair buffer | 243 | 2150 | 3.93
layout by cell type, fill, tap and decap left out, types with 3 or more instances in the layout:
cell type	netlist	layout
o21ai_0	50	50
nor2b_4	0	5
a211oi_1	53	53
o221ai_1	64	64
a311oi_1	32	32
a21oi_1	32	32
buf_12	0	3
or3b_2	5	4
clkbuf_1	98	25
diode_2	0	3
buf_4	53	129
mux4_2	316	316
nand3b_1	6	6
buf_8	0	4
nand2_1	85	85
a221oi_1	38	38
nand4_1	32	32
a221oi_2	16	16
mux2_2	64	64
a22oi_1	64	64
o2111ai_1	10	10
mux2i_1	320	320
clkinvlp_4	0	3
bufinv_16	0	7
clkinv_1	0	25
a211oi_2	11	11
nor2_4	0	33
nor2b_1	37	32
buf_2	50	3
o21ai_1	4	4
clkdlybuf4s50_1	0	102
conb_1	1	32
mux4_1	36	36
clkinv_2	0	22
edfxtp_1	1024	1024
clkbuf_16	0	111
how the worst max path moves through the flow:
stage                 slack (ns)        endpoint    from  cells after the start
after CTS                   2.15  read_data2[26]  rs2[0]                      8
after global routing        1.98  read_data2[27]  rs2[2]                      7
final                       2.20  read_data2[26]  rs2[0]                      8
power groups by stage:
stage         Clock, mW  Sequential (mW)  Combinational [mW]
CTS                3.95             4.91               0.892
global route       4.11             4.92               0.942
finish             3.91             4.91               0.892
worst max-delay path: cells and delay by family:
kind / cells / cell delay (ns)
muxes: 2 / 0.89
AOI/OAI and AO/OA: 2 / 0.43
buffers and inverters: 4 / 2.26
kinds of logic (layout without fill, tap and decap cells):
family / Yosys count / after routing / share of synthesized area, %
compound gates: 374 / 374 / 6.15
other cells: 1 / 35 / 0.00783
buf+inv: 217 / 439 / 2.44
simple gates: 212 / 212 / 2.18
flops: 1024 / 1024 / 64.2
mux: 736 / 736 / 25.0
metal layers:
metal / wire length (um) / vias to the layer above / track usage (%)
met5: 650 / - / 4.84
met4: 7220 / 29 / 10.1
met3: 31000 / 438 / 24.8
met2: 71500 / 2384 / 40.7
met1: 46100 / 14000 / 30.4
li1: - / 11400 / -
per-stage QoR:
step | instances | utilization, %
4_1_cts | 4417 | 46.1
2_1_floorplan | 2595 | -
6_report | 4420 | 46.1
3_3_place_gp | 4223 | 43.3
3_5_place_dp | 4223 | 43.3
5_1_grt | 4419 | 46.1
No activity file was given, so power comes from the tool's default toggle rates.
