==> flow/design.v <==
module PC(
    input         clk,
    input         reset,
    input  [31:0] pc_in,
    output reg [31:0] pc_out
);
    always @(posedge clk or posedge reset) begin
        if (reset)      pc_out <= 32'h0;
        else            pc_out <= pc_in;
    end
endmodule
==> flow/run.sh <==
#!/bin/bash
# OpenROAD 26Q1-2900-gdf79404cd8, Yosys 0.63+post, stock flow scripts
make -C /OpenROAD-flow-scripts/flow DESIGN_CONFIG=/design/flow/config.mk WORK_HOME=/design/flow/orfs finish
==> flow/config.mk <==
export PLATFORM = sky130hd
export DESIGN_NAME = PC
export DESIGN_NICKNAME = PC
export VERILOG_FILES = /design/flow/design.v
export SDC_FILE = /design/flow/constraint.sdc
export NUM_CORES = 4
export LEC_CHECK = 1
export CORE_AREA = 10 10 106 106
export DIE_AREA = 0 0 116 116
==> flow/constraint.sdc <==
current_design PC

set clk_period 1.0
set clk_io_pct 0.2

create_clock -name clk0 -period $clk_period [get_ports {clk}]

set non_clock_inputs [all_inputs -no_clocks]
set_input_delay [expr $clk_period * $clk_io_pct] -clock clk0 $non_clock_inputs
set_output_delay [expr $clk_period * $clk_io_pct] -clock clk0 [all_outputs]
==> results.cfg <==
; flow metrics
[worst_setup_path]
critPathLaunchType = flop
crit_fanout = 1
criticalPathCategory = flop to output port
slowest_stage = dfrtp_1
endpoint_kind = output port
worstPathCellList = buf_2
critPathRequiredTime_ns = 0.80
crit_family = flip-flops
worstPathArrival_ns = 0.76
cpPeakStageDelay_ns = 0.36
crit_buf_inv = 1

[power_and_ir_drop]
ir_drop_mv = 0.573
power_mw = 2.57
p_leak_nw = 0.693
cellPowerDensity_nw_per_um2 = 1660

[die]
initCoreUtil_pct = 9.09
die_x_um = 116
fp.coreArea_um2 = 8850
io_pins = 66
dieArea_um2 = 13500
die_h_um = 116
rows = 34

[synthesis]
yosysWarnings = 1
synthFlopType = dfrtp_1
synth-async-reset-ratio_pct = 100
syn_inst = 33
simple_gate_share_pct = 0
ys_types = 2
synthTopCellsByCount = dfrtp_1, inv_1
synth-edff-count = 0
synth_top_cell_by_area = dfrtp_1
area_leaders = dfrtp_1, inv_1
most_common_cell = dfrtp_1
ys_ff = 32
ys_sh_xor_pct = 0
top_area_share_pct = 99.5
synthAoiAreaFrac_pct = 0
synth_seq_share_pct = 99.5
top_logic_kind = buffers and inverters
yosys_area_um2 = 805
synthesis.area_um2 = 805
synthAdderAreaFrac_pct = 0
ys_cells = 33
ys_sh_mux_pct = 0
avgSynthCellArea_um2 = 24.4

[global_routing]
grt_pass1_wl_um = 4040
grt_pass1_vias = 668
grtUsageTotal_pct = 3.93
grt_max_degree = 26
antenna_found_initial = 0
overflow = 0

[layout]
drive_gt1_share_pct = 37.0
largest_register_ffs = 32
combGateArea_um2 = 0
fill_cells = 981
fin_area_um2 = 1550
syn2layout_area_growth_pct = 92.4
top_regs = pc_out (32)
comb_cells = 0
final_cell_count_no_fill = 216
largest-register = pc_out
area.sequential_um2 = 801

[detailed_routing]
wirelength_um = 2710
via_count = 541
drc_errors = 0
drtPass1Iterations = 2
drt-initial-drc-count = 15
wl_per_cell_um = 12.5
ant_nets = 0
vias_per_cell = 2.50
diodes = 0

[place]
place_inst = 208
io_buffers = 65
place_congestion = 0.665
place_area_um2 = 1620
place_worst_setup_slack_ns = -0.0192

[sta]
period_used_pct = 95.9
setup_viol = 0
fin_ws_ns = 0.0409
fin_crit_ns = 0.959
slew-limit-headroom_pct = 90.7
grt_setup_unrepaired = yes
setup_tns_ns = 0
drv_slew = 0
worst_pin_slew_ns = 0.139
fmax_mhz = 1040
final_hold_viol_count = 0

[run]
tool_warnings = 26
maxCapViolations = 0

[clock_network]
cts_setup_buffers = 0
cts.clk_slew.worst_paths_ns = 0.07
numCtsBuffers = 5
cts_buffer_depth = 2
htree_levels = 2
cts_hold_buf = 0
clockRootBuffer = clkbuf_8
cts_tree = done
cts.repair.resized = 103
numClockSinks = 32

[run_status]
outcome = completed

[min_path]
hp-class = primary input to async pin
==> power by group <==
| group | internal, mW | switching (mW) |
|---|---|---|
| clock | 0.560 | 0.407 |
| combinational | 0.164 | 0.0614 |
| sequential | 1.36 | 0.0134 |
==> layout make-up <==
| type | instances | share of cell area (%) |
|---|---|---|
| inverter | 1 | 0.243 |
| clock buffer | 8 | 5.82 |
| timing repair buffer | 67 | 33.5 |
| sequential | 32 | 51.7 |
| tap | 108 | 8.73 |
==> routing by layer <==
metal  up-vias  routed length, um  GRT usage [%]
li1        245                  -              -
met1       243               1080           4.62
met2        53               1100           5.54
met3         0                525           3.40
met4         0                  0          0.334
met5         -                  0              0
==> stage by stage <==
stage | util [%] | hold WS (ns)
floorplan | - | 0.231
detailed placement | 18.3 | 0.568
global placement | 18.3 | 0.557
finish | 17.5 | 0.288
CTS | 17.5 | 0.280
global route | 17.5 | 0.287
==> cells by family (layout without fill, tap and decap cells) <==
logic type / count (synthesis) / count (layout)
flops: 32 / 32
buf+inv: 1 / 76
==> cell usage in the layout, fill, tap and decap left out <==
master / instances
clkdlybuf4s50_1: 33
buf_2: 32
inv_1: 1
clkbuf_8: 6
buf_12: 1
buf_4: 1
clkbuf_1: 2
dfrtp_1: 32
==> worst max-delay path by stage <==
stage,startpoint,endpoint,cells past startpoint
after CTS,pc_out[13],pc_out[13],1
after global routing,pc_out[13],pc_out[13],1
final,pc_out[13],pc_out[13],1
Power and IR drop assume default switching activity.
